### design/flow/config.mk
export PLATFORM = sky130hd
export DESIGN_NAME = alu
export DESIGN_NICKNAME = alu
export VERILOG_FILES = /design/flow/design.v
export SDC_FILE = /design/flow/constraint.sdc
export NUM_CORES = 4
export LEC_CHECK = 1
export CORE_UTILIZATION = 50
### design/flow/constraint.sdc
current_design alu

set clk_period 14.9
set clk_io_pct 0.2

create_clock -name clk0 -period $clk_period

set non_clock_inputs [all_inputs -no_clocks]
set_input_delay [expr $clk_period * $clk_io_pct] -clock clk0 $non_clock_inputs
set_output_delay [expr $clk_period * $clk_io_pct] -clock clk0 [all_outputs]
### design/flow/design.v
`timescale 1ns / 1ps
module alu(
    input [31:0] a,b,
    input [3:0] alu_sel,
    output reg [31:0] alu_result,
    output reg zero, overload
    );
    always @(*)begin
    case(alu_sel)
    4'b0000: begin
     alu_result = a + b;         
      if ((a[31] == b[31]) && (alu_result[31] != b[31])) overload = 1;
                else overload = 0;
      end
    4'b0001: begin
     alu_result = a - b;         
      if ((a[31] != b[31]) && (alu_result[31] == b[31])) overload = 1;
                else overload = 0;
      end
    4'b0010: alu_result = a ^ b;         
    4'b0011: alu_result = a | b;         
    4'b0100: alu_result = a & b;         
    4'b0101: alu_result = a << b[4:0];   
    4'b0110: alu_result = a >> b[4:0];   
    4'b0111: alu_result = a >>> b[4:0];  
    4'b1000: alu_result = a < b ? 32'd1 : 32'd0;   
    4'b1001: alu_result = ($signed(a) < $signed(b)) ? 32'd1 : 32'd0;   
    4'b1010: alu_result = b;             
    default: alu_result = 0;
    endcase
    if(alu_result == 0)
        zero = 1;
        else
        zero = 0;
    end
endmodule
### design/flow/run.sh
#!/bin/bash
# OpenROAD 26Q1-2900-gdf79404cd8, Yosys 0.63+post, stock flow scripts
make -C /OpenROAD-flow-scripts/flow DESIGN_CONFIG=/design/flow/config.mk WORK_HOME=/design/flow/orfs finish
==> impl_metrics.env <==
# implementation run metrics
export IMPL_outcome="finished clean"
export IMPL_largest_reg_flops=1
export IMPL_yosysCellCount=1320
export IMPL_p_leak_nw=4.20
export IMPL_untimed_endpoints=2
export IMPL_gr_total_overflow=0
export IMPL_wirelength_um=45700
export IMPL_antenna_found_initial=4
export IMPL_endpoint_kind="output pin"
export IMPL_cp_required_ns=11.92
export IMPL_post_route_worst_setup_slack_ns=2.78
export IMPL_wl_per_cell_um=29.0
export IMPL_tns_ns=0
export IMPL_warnings=102
export IMPL_fill_cells=1739
export IMPL_firstDrtPassIters=23
export IMPL_p_sw_frac=0.608
export IMPL_io_buffers=102
export IMPL_hold_viol=0
export IMPL_initial_core_util=0.515
export IMPL_worst_pin_slew_ns=1.06
export IMPL_stdcell_count=1577
export IMPL_grt_max_degree=67
export IMPL_track_usage=0.482
export IMPL_post_cts_buffers=0
export IMPL_grt_met3_usage=0.181
export IMPL_grtUsageMet2=0.666
export IMPL_drt_iter0_markers=1843
export IMPL_syn_area_sq_mm=0.00932
export IMPL_critPathLaunchType="input port"
export IMPL_design_portCount=102
export IMPL_ys_warn_count=1
export IMPL_cts_repair_resized=0
export IMPL_ir_worst_vdd_v=0.0000263
export IMPL_max_slew_margin=0.289
export IMPL_num_rows=49
export IMPL_placed_area_sq_mm=0.0104
export IMPL_min_period_over_period=0.814
export IMPL_total_power_uw=419
export IMPL_grt_pass1_vias=10675
export IMPL_synthCells=1320
export IMPL_core_sq_mm=0.0181
export IMPL_switchingPower_uw=255
export IMPL_top_usage_layer="met1"
export IMPL_ys_async_sr_fraction=0
export IMPL_hold_class="in2out"
export IMPL_slew_violations=0
export IMPL_path_max_fanout=45
export IMPL_synth_edff_count=0
export IMPL_fin_area_sq_mm=0.0105
export IMPL_grt_first_pass_wirelength_um=67900
export IMPL_ys_flops=1
export IMPL_worst_setup_path_type="in2out"
export IMPL_fmaxAchievable_ghz=0.0825
export IMPL_pre_cts_ws_ns=2.92
export IMPL_gp_congestion=1.15
export IMPL_synthFlopType="dlxtn_1"
export IMPL_place_inst=1575
export IMPL_drcViolationCount=0
export IMPL_finalSetupViolCount=0
export IMPL_cap_violations=0
export IMPL_synth_cell_types=89
export IMPL_syn2layout_area_growth_pct=12.1
export IMPL_ys_area_sq_mm=0.00932
export IMPL_use_met1=0.684
export IMPL_vias=11729
export IMPL_cp_arrival_ns=9.14
export IMPL_vias_per_cell=7.44
export IMPL_chip_area_sq_mm=0.0192
export IMPL_holdBufCountCts=0
export IMPL_post_dp_hpwl_um=35200
export IMPL_drive_gt1_frac=0.104
export IMPL_p_int_uw=164
export IMPL_period_needed_ns=12.12
export IMPL_die_w_um=139
export IMPL_unclocked_pins=1
export IMPL_ant_nets=0
export IMPL_die_h_um=139
export IMPL_synth_avg_cell_area_sq_um=7.06
export IMPL_power_density_mw_per_mm2=40.1
export IMPL_rsz0062_at_grt="no"
path summary, 6_finish.rpt:
kind  from            end  slack [ns]  depth (start not counted)
max   b[3]           zero        2.78                         16
min   b[2]  alu_result[2]        7.07                          5
synth_stat cells (19+ instances only):
cell | number | area share
a211oi_1 | 32 | 0.026
a21o_1 | 21 | 0.017
a21oi_1 | 104 | 0.056
a31oi_1 | 21 | 0.014
buf_1 | 21 | 0.0085
clkbuf_1 | 65 | 0.026
ha_1 | 101 | 0.14
inv_1 | 92 | 0.037
mux2i_1 | 34 | 0.037
mux4_2 | 57 | 0.14
nand2_1 | 119 | 0.048
nand3_1 | 26 | 0.014
nor2_1 | 140 | 0.056
nor2b_1 | 19 | 0.013
nor3_1 | 32 | 0.017
o211ai_1 | 37 | 0.030
o21ai_0 | 54 | 0.029
per-layer routing:
layer | vias up | part of all wire
met5 | - | 0.00059
met4 | 4 | 0.053
met3 | 169 | 0.17
met2 | 1038 | 0.40
met1 | 5438 | 0.38
li1 | 5080 | -
worst max-delay path: stages:
cell and delay, ns:
clkdlybuf4s50_1 0.46, buf_4 0.42, inv_2 0.45, ha_1 0.65, nor2b_2 0.08, a211oi_1 0.49, a21oi_1 0.13, o41ai_1 0.54
o221ai_1 0.23, a21o_1 0.20, or4b_1 0.54, nor4_1 0.46, nand4b_1 0.22, nor4_1 0.52, and4bb_1 0.26, clkdlybuf4s50_1 0.45
kinds of logic (layout without fill, tap and decap cells):
group / after synthesis / in the layout / synth area share
AND/OR/NAND/NOR: 448 / 448 / 0.236
AND-OR/OR-AND: 444 / 444 / 0.331
buffers and inverters: 203 / 229 / 0.0861
multiplexers: 104 / 104 / 0.190
adder cells (fa/ha/maj): 103 / 103 / 0.140
XOR/XNOR: 17 / 17 / 0.0160
latches: 1 / 1 / 0.00161
other: 0 / 2 / 0
power by group through the flow:
stage	registers (mW)	logic, mW	clock network, mW
4_1_cts	0.000492	0.400	0
5_1_grt	0.000535	0.440	0
cells in the final DEF, fill, tap and decap left out, types with 14 or more instances in the layout:
| cell type | Yosys | layout |
|---|---|---|
| nor2b_1 | 19 | 19 |
| nand2_1 | 119 | 119 |
| o21ai_0 | 54 | 54 |
| nor4_1 | 16 | 14 |
| ha_1 | 101 | 101 |
| o31ai_1 | 15 | 15 |
| o211ai_1 | 37 | 37 |
| mux4_2 | 57 | 57 |
| a22oi_1 | 18 | 18 |
| nand3_1 | 26 | 26 |
| nand4_1 | 16 | 16 |
| mux2i_1 | 34 | 34 |
| a31oi_1 | 21 | 21 |
| nor3_1 | 32 | 31 |
| clkdlybuf4s50_1 | 0 | 98 |
| a21oi_1 | 104 | 104 |
| nor2_1 | 140 | 140 |
| a211oi_1 | 32 | 32 |
| o21bai_1 | 18 | 18 |
| buf_4 | 4 | 30 |
| a21o_1 | 21 | 21 |
| inv_1 | 92 | 92 |
cell type report:
| class | count | area [sq um] | share of cell area |
|---|---|---|---|
| multi-input combinational | 1116 | 8550 | 0.819 |
| timing repair buffer | 131 | 1220 | 0.117 |
| inverter | 98 | 368 | 0.0352 |
| tap | 229 | 287 | 0.0274 |
| sequential | 1 | 15.0 | 0.00144 |
| antenna | 2 | 5.00 | 0.000479 |
per-stage QoR:
| stage | util | hold WS [ns] |
|---|---|---|
| floorplan | - | 6.13 |
| global placement | 0.578 | 7.07 |
| detailed placement | 0.578 | 7.06 |
| CTS | 0.578 | 7.07 |
| global route | 0.578 | 7.12 |
| finish | 0.578 | 7.07 |
Power is estimated from default activity; no workload was simulated.
