`flow/run.sh`:
```
#!/bin/bash
# OpenROAD 26Q1-2900-gdf79404cd8, Yosys 0.63+post, stock flow scripts
make -C /OpenROAD-flow-scripts/flow DESIGN_CONFIG=/design/flow/config.mk WORK_HOME=/design/flow/orfs finish
```
`flow/config.mk`:
```
export PLATFORM = sky130hd
export DESIGN_NAME = register_file
export DESIGN_NICKNAME = register_file
export VERILOG_FILES = /design/flow/design.v
export SDC_FILE = /design/flow/constraint.sdc
export NUM_CORES = 4
export LEC_CHECK = 1
export CORE_UTILIZATION = 40
```
`flow/constraint.sdc`:
```
current_design register_file

set clk_period 12.8
set clk_io_pct 0.2

create_clock -name clk0 -period $clk_period [get_ports {clk}]

set non_clock_inputs [all_inputs -no_clocks]
set_input_delay [expr $clk_period * $clk_io_pct] -clock clk0 $non_clock_inputs
set_output_delay [expr $clk_period * $clk_io_pct] -clock clk0 [all_outputs]
```
`flow/design.v`:
```
`timescale 1ns / 1ps
module register_file(
    output reg [31:0] rd1, rd2,
    input clk, we3, rst,
    input [4:0] a1, a2, a3,
    input [31:0] wd3 
    );
    reg [31:0] reg_file [31:0];
    integer i;
    always @(posedge clk or posedge rst) begin
            if(rst) begin
                    for(i=0;i<32;i=i+1) begin
                            reg_file[i] <= 'd0;
                        end
                end
            else if(!rst && we3 && (a3!=0))  
                reg_file[a3] <= wd3;
        end
    always@(*) begin
        rd1 <= reg_file[a1];
        rd2 <= reg_file[a2];      
    end
endmodule
```
==> reports/summary.txt <==
Status = complete, no violations
P_int = 6090 uW
CP endpoint = rd2[31]
Reg2Reg Depth = 1
Post-CTS Hold Buffers = 0
Critical-path cell list = buf_2 -> buf_4 -> nand3b_4 -> nor2_4 -> buf_4 -> a222oi_1 -> nand3_1 -> nor4_1 -> a21oi_1 -> clkdlybuf4s50_1
First-pass GRT wire length = 369000 um
Crit path DAT = 7.31 ns
Die width = 362 um
Core Rows = 131
PostCTS Resize Cnt = 0
H-tree levels = 3
Setup crit end kind = output port
Top reg by flops = reg_file
EDFF count, synth = 0
Vias in the first global route = 44300
Rel. slew slack = 22.9%
Ys async rst share = 100%
Critical path origin = a2[1]
DR WL/cell = 43.6 um
Slowest-stage cell, CP = nor2_4
Core Area = 0.128 sq mm
DR vias/cell = 7.29
CTS Sinks = 1024
Hold Path Class = flip-flop to flip-flop
Top-area cell share = 49.6%
Drt pass-1 iters = 9
GP Congestion = 1.09
MaxCap Viol Count = 0
Pins Over Slew Limit = 0
Final ANT Viol Nets = 0
P_leak = 0.0264 uW
Sequential share of power = 48.2%
Yosys top cell by area = dfrtp_1
GRT Overall Usage = 42.8%
Share of cells above drive strength 1 = 34.1%
DP HPWL = 165000 um
Tally of filler cells in the layout = 11500
Setup Fix Bufs, Post-CTS = 0
Largest net degree at the start of global routing = 116
Worst skew pair latency = 0.71 ns
CP dominant cell by count = buf_4
Crit Path Class = input port to output port
Setup TNS = 0 ns
Crit-path max cell delay = 0.97 ns
Avg Inst Size Synth = 11.7 sq um
Most frequent logic cells in the routed design = 1024 x dfrtp_1, 1001 x mux2_2, 772 x a22oi_1
Die Height = 362 um
Pwr Density = 144 mW/mm^2
Sw Pwr = 2390 uW
Max VDD drop = 0.101 mV
Final Hold Fails = 0
Setup Skew = 0 ns
R2r startpoint = reg_file[15][17]
Non-filler instance count after layout = 6187
Cell variety after synth = 74
Antenna violations before repair = 18
CP Max Fanout = 38
Residual DRC = 0
Synthesized area = 0.0517 sq mm
Crit share post-route = 77.1%
Grt ovf = 0
Power share of the combinational group = 12.3%
Max reg flops = 1024
Worst slew pin tran = 1.15 ns
Final worst slack = 2.93 ns
Ys cells = 4414
Post-synth regs = 1024
Fmax = 101 MHz
Die area = 0.131 sq mm
Synthesis area per yosys = 0.0517 sq mm
Unrepaired setup endpoints after global routing = no
Post-Syn Instances = 4414
WL final = 270000 um
Switching portion of total power = 28.2%
Sequential element share of the synthesized area = 49.6%
Root Buffer = clkbuf_16
Tool warnings = 35
Top cell excl fill/tap = dfrtp_1
CP required = 10.24 ns
Worst setup SP type = input port
Clk slew on worst S/H paths = 0.05 ns
Detailed Route Iter0 Violations = 6055
Post-Place Cells = 5967
Clock Path Buffers = 3
Biggest regs = reg_file: 1024 flops
Final setup fails = 0
Top cells, area = dfrtp_1 50%, mux2_2 22%, a22oi_1 11%, buf_2 1.9%, nand2_1 1.6%
Min Tclk post-route = 9.87 ns
CTS tree = built
Floorplan Utilization = 40.4%
Synth warn = 2
Setup WS pre-CTS = 3.39 ns
Post-synth top flop = dfrtp_1
I/O Pins = 114
Reg2Reg Setup Slack = 11.91 ns
TritonCTS Buffers = 112
Clock power frac = 39.5%
Area growth syn-to-layout = 13.6%
Via count = 45100
Reg2reg end = reg_file[15][17]
IO buf count = 113
power groups by stage:
stage | clock network [uW] | logic [uW] | registers, uW
4_1_cts | 3360 | 1010 | 4060
5_1_grt | 3480 | 1090 | 4120
6_report | 3350 | 1040 | 4080
how the worst min path moves through the flow:
stage	from	end	slack, ns	cells past startpoint
finish	reg_file[0][11]	reg_file[0][11]	0.40	0
global route	reg_file[0][0]	reg_file[0][0]	0.42	0
CTS	reg_file[0][13]	reg_file[0][13]	0.40	0
layout make-up:
| cell class | instances | area (sq um) | area share (%) |
|---|---|---|---|
| flip-flops and latches | 1024 | 25600 | 43.6 |
| multi-input cells | 2938 | 24400 | 41.5 |
| clock buffers | 168 | 3400 | 5.78 |
| repair buffers | 337 | 2790 | 4.74 |
| well taps | 1662 | 2080 | 3.54 |
| clock inverters | 39 | 389 | 0.662 |
| inverters | 6 | 38.8 | 0.0660 |
| diodes | 13 | 32.5 | 0.0554 |
cell families (layout without fill, tap and decap cells):
logic type,after synthesis,after routing,share of synthesized area [%]
AOI/OAI and AO/OA,1082,1082,15.5
muxes,1055,1055,22.9
DFF,1024,1024,49.6
and+or+nand+nor,801,801,7.91
buffers and inverters,452,550,4.11
other,0,13,0
Yosys cell counts, types with 6 or more instances:
cell type,n
mux2_2,1001
a222oi_1,25
nor2_1,164
buf_2,194
or3b_1,6
nor2_2,21
mux2_1,14
mux2i_1,40
nor3_1,72
a32oi_1,21
buf_1,35
buf_6,10
a21oi_1,94
and2_1,13
a31oi_1,13
a221oi_1,11
or3_1,7
nor2_4,20
nor4_1,25
a22oi_1,772
dfrtp_1,1024
nand3b_1,6
a2111oi_0,11
o2bb2ai_1,6
clkbuf_1,177
nand2_1,219
nor3b_1,8
nand4_1,106
o21ai_0,30
and3_1,11
buf_4,30
a22o_1,38
nor2b_1,24
nand2b_1,9
o22ai_1,8
nand3_1,65
through the flow:
stage | power [uW] | hold slack (ns) | utilization (%) | area, sq um
floorplan | 4580 | 0.451 | - | 51700
global placement | 5110 | 0.390 | 43.0 | 54900
detailed placement | 5120 | 0.390 | 43.0 | 54900
CTS | 8430 | 0.404 | 45.9 | 58700
global route | 8690 | 0.417 | 45.9 | 58700
finish | 8480 | 0.400 | 46.0 | 58800
worst max-delay path: cells and delay by family:
family,cells,cell delay (ns)
compound gates,2,0.75
buf+inv,4,2.43
simple gates,4,1.54
layer usage:
layer  track usage, %  vias to the layer above  wire, um
li1                 -                    16900         -
met3             29.9                     1449     49300
met4             24.2                       36     21900
met5             1.89                        -       360
met1             53.3                    22500     94400
met2             54.5                     4183    104000
No activity file was given, so power comes from the tool's default toggle rates.
